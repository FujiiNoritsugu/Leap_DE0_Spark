## /design/flow/run.sh

```bash
#!/bin/bash
# OpenROAD 26Q1-2900-gdf79404cd8, Yosys 0.63+post, stock flow scripts
make -C /OpenROAD-flow-scripts/flow DESIGN_CONFIG=/design/flow/config.mk WORK_HOME=/design/flow/orfs finish
```

## /design/flow/config.mk

```make
export PLATFORM = sky130hd
export DESIGN_NAME = ADC_Reader
export DESIGN_NICKNAME = ADC_Reader
export VERILOG_FILES = /design/flow/design.v
export SDC_FILE = /design/flow/constraint.sdc
export NUM_CORES = 4
export LEC_CHECK = 1
export CORE_UTILIZATION = 50
export SYNTH_HDL_FRONTEND = slang
```

## /design/flow/constraint.sdc

```tcl
current_design ADC_Reader

set clk_period 3.1
set clk_io_pct 0.2

create_clock -name clk0 -period $clk_period [get_ports {clk}]

set non_clock_inputs [all_inputs -no_clocks]
set_input_delay [expr $clk_period * $clk_io_pct] -clock clk0 $non_clock_inputs
set_output_delay [expr $clk_period * $clk_io_pct] -clock clk0 [all_outputs]
```

## /design/flow/design.v

```verilog
module ADC_Reader
(convst,
sck,
sdi,
sdo,
clk,
rst,
debug_convst,
debug_sck,
debug_sdi,
debug_mb,
debug_sdo1,
debug_sdo2
);
output convst;
output sck;
output sdi;
input sdo;
input clk;
input rst;
output debug_convst;
output debug_sck;
output debug_sdi;
output debug_mb;
output [11:0] debug_sdo1;
output [11:0] debug_sdo2;
reg [23:0] t_cyc;
parameter TCYC = 24'hfa0;
wire over2000ns = (t_cyc == TCYC - 1);
always @(posedge clk or posedge rst) begin
 if(rst) 
    t_cyc <= 7'h00;
 else if(over2000ns)
    t_cyc <= 7'h00;
 else
    t_cyc <= t_cyc + 7'h1;
end
reg conv_reg;
reg conv_counter;
assign convst = conv_reg;
assign debug_convst = conv_reg;
reg [11:0] sdo_reg1;
assign debug_sdo1 = sdo_reg1;
reg[11:0] sdo_reg2;
assign debug_sdo2 = sdo_reg2;
reg ch_type;
always  @(posedge clk or posedge rst) begin
    if(rst) begin
		  conv_reg <= 1'b0;
		  conv_counter <= 1'b0;
	 end
	 else if(over2000ns) begin
        conv_reg <= 1'b1;
        conv_counter <= 1'b1;
		  ch_type = ~ch_type;
		  if(ch_type)
		  sdo_reg1 <= data_reg;
		  else
		  sdo_reg2 <= data_reg;
    end
    else if(conv_counter) begin
        conv_reg <= 1'b1;
        conv_counter <= 1'b0;
    end
    else
    conv_reg <= 1'b0;
end
assign debug_mb = sdo;
reg [2:0] sreg;
wire clkfall;
always @(posedge clk or posedge rst) begin
    if(rst) begin
		sreg <= 3'b000;
	 end
    else begin
      sreg <= {sreg[1:0],conv_reg};
	 end
end
assign clkfall = sreg[2] & ~sreg[1];
reg sck_clk;
reg [4:0] sck_clk_counter;
assign sck = sck_clk;
assign debug_sck = sck_clk;
reg sdi_reg;
assign sdi = sdi_reg;
assign debug_sdi = sdi_reg;
reg [6:0] sck_width_counter;
reg [11:0] data_reg;
always @(posedge clk or posedge rst) begin
    if(rst) begin
		  sck_clk <= 1'b0;
		  sck_clk_counter <= 1'b0;
		  sdi_reg <= 1'b0;
		  sck_width_counter <= 1'b0;
		  data_reg <= 12'h0;
	 end
	 else if(clkfall) begin
        sck_clk <= 1'b1;
        sck_clk_counter <= 1'b1;
		  sck_width_counter <= 1'b1;
    end
    else if(sck_clk_counter < 5'b11010) begin
		  if(sck_width_counter == 7'h50) begin
            sck_clk <= ~sck_clk;
				if(sck_clk == 1'b0)
	              data_reg <= {data_reg[10:0], sdo};
				sck_width_counter <= 7'h0;
            sck_clk_counter <= sck_clk_counter + 1'b1;
				if(sck_clk_counter == 5'b10 || sck_clk_counter == 5'b1010)
					sdi_reg <= 1'b1;
				else if(ch_type && sck_clk_counter == 5'b100)
				   sdi_reg <= 1'b1;
				else
					sdi_reg <= 1'b0;
		  end
		  else
		     sck_width_counter <= sck_width_counter + 1'b1;
    end
    else begin
        sck_clk <= 1'b0;
		  sdi_reg <= 1'b0;
	end
end
endmodule
```

==> out/qor.csv <==
metric,value,unit
status,"complete, no violations",
core_area,6390,sq um
hold_start,sreg[0],
ir_drop,291,uV
synth-main-ff-cell,dfrtp_1,
synthDistinctLibCells,37,
post-route-period-util,76.4,%
clkSlewWorstSetupHoldPaths,80,ps
floorplan.core_util,51.9,%
cp-start-kind,flop,
drv_slew,0,
slew-limit-headroom,39.7,%
topCombFamilyByArea,simple AND/OR/NAND/NOR gates,
regMostFlops,t_cyc,
ant_nets,0,
crit_buf_inv,0,
ys_cells,249,
gp_congestion,0.796,
hold_depth,0,
clkLatencyLatePin,340,ps
die_h,83.4,microns
fmax,0.422,GHz
remaining_drc_errors,0,
row_count,29,
worstPathRequired,3080,ps
grt_pass1_vias,1922,
post-cts-setup-buffers,0,
cts_buffers,9,
first_pass_iters,4,
hold_path.class,flop to flop,
compound_area_share,3.85,%
largest_reg_flops,24,
syn_to_final_growth,18.7,%
ys_ff,80,
p_seq_share,55.9,%
clockBufferDepth,2,
tool_warnings,28,
rrSetupSlack,730,ps
crit_cells,5,
dp_hpwl,3630,microns
num_antenna_cells,0,
die-area,6960,sq um
setup_viol,0,
synthSimpleGateAreaFrac,14.4,%
drv_cap,0,
grt_pass1_wl,9580,microns
worstReg2RegEnd,debug_sdo1[11],
via_per_inst,5.28,
crit_path_top_delay_cell,and3_1,
cts_sinks,80,
tightest_slew,896,ps
rsz0062_at_grt,false,
rr_worst_depth,5,
total_power,1940,uW
intPower,1560,uW
grt_use_total,18.3,%
fill_cells,513,
drive_above_1_share,12.3,%
p_clk_share,43.1,%
edf_count,25,
syn_area,3320,sq um
power.density,493,nW/um^2
post_drt_wl_per_cell,14.4,microns
cts_tree,done,
cts.repair.resized,0,
synthCells,249,
end_kind,flop,
io_buffers,33,
ys_sh_adder,2.26,%
r2r-start,t_cyc[0],
cp_top_family,simple AND/OR/NAND/NOR gates,
ys_warn_count,0,
io_pins,34,
min_to,sreg[1],
yosys_area,3320,sq um
drt_iter0_drc,90,
fin_tns_setup,0,ps
synth_async_sr_flop_share,68.8,%
htreeDepth,3,
grt_max_degree,41,
final_core_util,61.6,%
synth_seq_share,64.2,%
cts_hold_buf,0,
clockRootBuffer,clkbuf_8,
min_period,2370,ps
routed_wl,5330,microns
xor_area_share,7.13,%
path_class,flop to flop,
ys_sh_mux,5.85,%
antenna_found_initial,0,
final-hold-violation-count,0,
cp_slowest_stage_delay,610,ps
dr_total_vias,1954,
netSwitchingPower,376,uW
fin_skew,9.08,ps
fp.dieW,83.4,microns
leakagePower,0.00177,uW
grt_overflow_total,0,
path_cells,ha_1 > and4_1 > nand3_1 > nor3_1 > and3_1,
cp.arrival,2340,ps
combPwrFrac,1.0,%
synth_area_per_cell,13.3,sq um
crit_path_max_fanout,12,
p_sw_share,19.4,%
[worst reg2reg max path, cell delays in order (launching register included)]
cell     delay [ps]
dfrtp_1         390
ha_1            210
and4_1          310
nand3_1         130
nor3_1          360
and3_1          610
[cell usage in the layout, fill, tap and decap left out, drive strengths merged, types with 2 or more instances in the layout]
| master | count |
|---|---|
| nand3 | 13 |
| clkbuf | 11 |
| edfxtp | 25 |
| nand2 | 15 |
| ha | 6 |
| bufinv | 2 |
| buf | 3 |
| dfrtp | 55 |
| clkinv | 2 |
| xor2 | 11 |
| and3 | 4 |
| mux2 | 13 |
| nand2b | 5 |
| inv | 7 |
| nor4 | 7 |
| nor3 | 4 |
| o211ai | 3 |
| clkdlybuf4s50 | 33 |
| a21oi | 5 |
| nand4 | 10 |
| a31oi | 3 |
| a22o | 2 |
| o21ai | 2 |
| and4 | 3 |
| nor2b | 2 |
| xnor2 | 16 |
| nor2 | 20 |
[area by class of cell]
| type | count | area [sq um] | area share, % |
|---|---|---|---|
| well taps | 77 | 96.3 | 2.45 |
| clock inverters | 5 | 81.3 | 2.07 |
| clock buffers | 11 | 141 | 3.59 |
| flip-flops and latches | 80 | 2130 | 54.1 |
| multi-input cells | 154 | 1110 | 28.2 |
| inverters | 7 | 26.3 | 0.668 |
| repair buffers | 36 | 353 | 8.97 |
[power groups by stage]
stage	combinational [uW]	sequential, uW	clock, uW
after CTS	21.7	1080	862
after global routing	24.0	1080	911
final	19.9	1080	836
[kinds of logic after synthesis]
family / count (synthesis)
flip-flops: 80
AND/OR/NAND/NOR: 88
AND-OR/OR-AND: 19
XOR/XNOR: 27
multiplexers: 14
buffers and inverters: 15
adder cells (fa/ha/maj): 6
[synth_stat cells, types with 2 or more instances]
library cell	count	area [sq um]
a21oi_1	5	25.0
a22o_1	2	17.5
a31oi_1	3	18.8
and3_1	4	25.0
and4_1	3	26.3
buf_4	4	30.0
clkbuf_1	3	11.3
dfrtp_1	55	1380
edfxtp_1	25	751
ha_1	6	75.1
inv_1	7	26.3
mux2_2	3	33.8
mux2_4	10	150
nand2_1	14	52.6
nand2b_1	5	31.3
nand3_1	13	65.1
nand4_1	10	62.6
nor2_1	20	75.1
nor2b_1	2	12.5
nor3_1	4	20.0
nor4_1	7	43.8
o211ai_1	3	22.5
o21ai_0	2	10.0
xnor2_1	16	140
xor2_1	11	96.3
[how the worst max path moves through the flow]
stage	endpoint	start
4_1_cts	debug_sdo1[8]	t_cyc[0]
5_1_grt	debug_sdo2[7]	t_cyc[0]
6_report	debug_sdo1[11]	t_cyc[0]
[routing by layer]
layer	global-route usage [%]	vias up	wire [microns]
li1	-	969	-
met1	33.7	945	2740
met2	24.7	36	2310
met3	4.64	4	220
met4	2.47	0	54
met5	0	-	0
[through the flow]
stage / hold slack, ps / instances / cell area, sq um / worst slack [ps]
after floorplan: 331 / 249 / 3320 / 377
after global placement: 333 / 354 / 3710 / 710
after detailed placement: 343 / 354 / 3710 / 691
after CTS: 362 / 370 / 3940 / 766
after global routing: 375 / 370 / 3940 / 545
final: 358 / 370 / 3940 / 733
Power is estimated from default activity; no workload was simulated.
