File: design/flow/run.sh
#!/bin/bash
# OpenROAD 26Q1-2900-gdf79404cd8, Yosys 0.63+post, stock flow scripts
make -C /OpenROAD-flow-scripts/flow DESIGN_CONFIG=/design/flow/config.mk WORK_HOME=/design/flow/orfs finish
File: design/flow/config.mk
export PLATFORM = sky130hd
export DESIGN_NAME = Test20171220
export DESIGN_NICKNAME = Test20171220
export VERILOG_FILES = /design/flow/design.v
export SDC_FILE = /design/flow/constraint.sdc
export NUM_CORES = 4
export LEC_CHECK = 1
export CORE_UTILIZATION = 30
export SYNTH_HDL_FRONTEND = slang
File: design/flow/constraint.sdc
current_design Test20171220

set clk_period 3.9
set clk_io_pct 0.2

create_clock -name clk0 -period $clk_period [get_ports {clock10MHz}]

set non_clock_inputs [all_inputs -no_clocks]
set_input_delay [expr $clk_period * $clk_io_pct] -clock clk0 $non_clock_inputs
set_output_delay [expr $clk_period * $clk_io_pct] -clock clk0 [all_outputs]
File: design/flow/design.v
module Test20171220(
    input logic clock10MHz,
    output logic scl,
    output logic sda,
    input logic input_sw1,
    input logic input_sw2,
    input logic input_sw3,
    input logic input_sw4
);
typedef enum logic[2:0] { 
    STATUS_SLEEP, STATUS_START, STATUS_DATA, STATUS_END, STATUS_FINISH
} status_type;
status_type CURRENT_STATUS=STATUS_SLEEP, NEXT_STATUS=STATUS_SLEEP;
logic [3:0] sw_status = 0;
assign sw_status = {input_sw4, input_sw3, input_sw2, input_sw1};
logic [3:0] volt_change = 0;
logic [3:0] volt_frequency = 0;
logic [4:0] counter = 0;
logic clock400KHz = 0;
logic clock400KHz_sda = 0;
parameter CL_S0 = 5'b00000;
parameter CL_S8 = 5'b01000;
parameter CL_S14 = 5'b01110;
parameter CL_S22 = 5'b10110;
parameter sda_init_data = 18'b000001100001100111;
logic scl_data;
logic sda_data;
logic sda_data2;
logic [6:0] sleep_counter = 0;
logic [2:0] start_counter = 0;
logic [5:0] sda_counter = 0;
logic [9:0] data_counter = 0;
logic [4:0] end_counter = 0;
logic [5:0] restart_counter = 0;
initial begin
    clock400KHz = 0;
    clock400KHz_sda = 0;
end
always_ff @(posedge clock10MHz)
begin
    if (CURRENT_STATUS == STATUS_START && NEXT_STATUS == STATUS_DATA) begin
        counter <= CL_S8;
        data_counter <= 0;
    end else if (CURRENT_STATUS == STATUS_DATA) begin
        if (counter >= 24)
            counter <= 0;
        else
            counter <= counter + 1;
        sda <= sda_data2;
        scl <= clock400KHz;
        data_counter <= data_counter + 1'b1;
    end else begin
        scl <= scl_data;
        sda <= sda_data;
    end
    if (CURRENT_STATUS == STATUS_FINISH && NEXT_STATUS == STATUS_SLEEP) begin
        sleep_counter <= 0;
        volt_frequency <= volt_frequency + 1'b1;
        if (volt_frequency >= sw_status)
            volt_change <= volt_change + 1'b1;
    end else if(CURRENT_STATUS == STATUS_SLEEP)
        sleep_counter <= sleep_counter + 1'b1;
    if (CURRENT_STATUS == STATUS_SLEEP && NEXT_STATUS == STATUS_START) begin
        start_counter <= 0;
    end else if(CURRENT_STATUS == STATUS_START)
        start_counter <= start_counter + 1'b1;
    if (CURRENT_STATUS == STATUS_DATA && NEXT_STATUS == STATUS_END) begin
        end_counter <= 0;
    end else if(CURRENT_STATUS == STATUS_END)
        end_counter <= end_counter + 1'b1;
    if (CURRENT_STATUS == STATUS_END && NEXT_STATUS == STATUS_FINISH) begin
        restart_counter <= 0;
    end else if(CURRENT_STATUS == STATUS_FINISH)
        restart_counter <= restart_counter + 1'b1;
    CURRENT_STATUS <= NEXT_STATUS;
end
always @(counter) begin
	case(counter)
        CL_S0: clock400KHz = 1;
        CL_S8:
            begin 
            clock400KHz = 0;
            clock400KHz_sda = 0;
            end
        CL_S14: clock400KHz_sda = 1;
        CL_S22: clock400KHz_sda = 0;
	endcase
end
always @*
begin
    case (CURRENT_STATUS)
        STATUS_SLEEP: begin
                scl_data = 1'b1;
                sda_data = 1'b1;
                if (sleep_counter < 7'b1111110)
                    NEXT_STATUS = STATUS_SLEEP;
                else
                    NEXT_STATUS = STATUS_START;
            end
        STATUS_START: begin
                sda_data = 1'b0;
                scl_data = 1'b1;
                if (start_counter >= 3'b111) begin
                        NEXT_STATUS = STATUS_DATA; 
                end  else
                        NEXT_STATUS = STATUS_START;
            end
        STATUS_DATA: begin
                if (data_counter > 10'h390) begin
                    NEXT_STATUS = STATUS_END;
                end else
                    NEXT_STATUS = STATUS_DATA;
            end
        STATUS_END: begin
                scl_data = 1'b1;
                if (end_counter <= 5'b00011) begin
                    sda_data = 1'b1;
                    NEXT_STATUS = STATUS_END;
                end else if (end_counter <= 5'b11110) begin
                    sda_data = 1'b0;
                    NEXT_STATUS = STATUS_END;
                end else if (end_counter >= 5'b11111)begin
                    NEXT_STATUS = STATUS_FINISH;
                end
            end
        STATUS_FINISH: begin
                scl_data = 1'b1;
                sda_data = 1'b1;
                if (restart_counter < 6'b111110)
                    NEXT_STATUS = STATUS_FINISH;
                else
                    NEXT_STATUS = STATUS_SLEEP;
            end
    endcase
end
always_ff @(posedge clock400KHz_sda)
begin
    if (sda_counter <= 6'b010010) begin
        sda_data2 = sda_init_data[sda_counter];
    end else if(sda_counter <= 6'b100100) begin
        case (sda_counter)
            6'b010011: sda_data2 = volt_change[3];  
            6'b010100: sda_data2 = volt_change[2];  
            6'b010101: sda_data2 = volt_change[1];  
            6'b010110: sda_data2 = volt_change[0];  
            6'b010111: sda_data2 = 1'b1;  
            6'b011000: sda_data2 = 1'b1;  
            6'b011001: sda_data2 = 1'b1;   
            6'b011010: sda_data2 = 1'b1;  
            6'b011011: sda_data2 = 1'b0;  
            6'b011100: sda_data2 = 1'b1;  
            6'b011101: sda_data2 = 1'b1;  
            6'b011110: sda_data2 = 1'b1;  
            6'b011111: sda_data2 = 1'b1;  
            6'b100000: sda_data2 = 1'b1;  
            6'b100001: sda_data2 = 1'b1;  
            6'b100010: sda_data2 = 1'b1;  
            6'b100011: sda_data2 = 1'b1;  
            6'b100100: sda_data2 = 1'b0;  
		endcase
    end
    if (sda_counter >= 6'b100100)
        sda_counter <= 0;
    else
        sda_counter <= sda_counter + 1'b1;
end
endmodule
==> flow_metrics.env <==
# implementation run metrics
export IMPL_path_clk_slew_ns=0.09
export IMPL_syn_instance_count=348
export IMPL_ys_warnings_count=0
export IMPL_hp_start="data_counter[0]"
export IMPL_cts_repair_resize_count=0
export IMPL_ir_worst_vdd_v=0.000128
export IMPL_p_leak_nw=1.36
export IMPL_postSynthAreaPerCell_um2=9.15
export IMPL_edf_count=11
export IMPL_lay_top_cells="46 x dfxtp_1, 43 x nor2_1, 32 x nand2_1"
export IMPL_untimed_endpoints=18
export IMPL_post_dp_hpwl_mm=3.73
export IMPL_clock_fmax_mhz=443
export IMPL_area_growth_syn_to_layout_pct=8.76
export IMPL_ctsHoldBuffers=0
export IMPL_worstSetupPathType="reg -> reg"
export IMPL_startpoint="CURRENT_STATUS[2]"
export IMPL_cts_tree="built"
export IMPL_port_buffers=6
export IMPL_cap_violations=0
export IMPL_routed_via_count=2363
export IMPL_async_reset_ff_frac=0
export IMPL_antenna_found_initial=0
export IMPL_fill_cells=1020
export IMPL_timing_final_crit_share=0.578
export IMPL_powerDensity_nw_per_um2=232
export IMPL_via_per_inst=4.84
export IMPL_n_antenna_cell=0
export IMPL_placed_area_um2=3380
export IMPL_hp_class="reg -> reg"
export IMPL_period_needed_ns=2.26
export IMPL_cts_buffers=5
export IMPL_stdcell_area_um2=3460
export IMPL_io_pins=7
export IMPL_htree_num_levels=2
export IMPL_ys_seq_elements=63
export IMPL_synth_area_um2=3180
export IMPL_setup_tns_ns=0
export IMPL_grt_pass1_vias=2174
export IMPL_clk_latency_ns=0.30
export IMPL_setup_violations=0
export IMPL_worst_setup_path_start_kind="register"
export IMPL_r2r_start="CURRENT_STATUS[2]"
export IMPL_fp_dieW_um=105
export IMPL_floorplan_rows=37
export IMPL_drc=0
export IMPL_power_w=0.000802
export IMPL_grt_max_degree=16
export IMPL_critPathMaxFanout=12
export IMPL_overflow=0
export IMPL_ant_nets=0
export IMPL_slew_viol_final=0
export IMPL_drive_above_1_share=0.0511
export IMPL_root_buffer="clkbuf_8"
export IMPL_drt_first_pass_iters=4
export IMPL_lay_top_count="dfxtp_1"
export IMPL_core_um2=10300
export IMPL_cp_arrival_ns=2.22
export IMPL_cpPeakStageDelay_ns=0.64
export IMPL_rsz0062_at_grt="false"
export IMPL_floorplan_core_util=0.308
export IMPL_cp_slowest_cell="nor4b_4"
export IMPL_rr_worst_depth=3
export IMPL_finalHoldViolCount=0
export IMPL_unclocked_regs=14
export IMPL_clock_path_buffers=2
export IMPL_post_cts_buffers=0
export IMPL_cp_required_ns=3.86
export IMPL_wl_per_cell_um=10.5
export IMPL_synth_distinct_cells=56
export IMPL_worstMarginPinSlew_ns=0.672
export IMPL_crit_path_end="volt_change[3]"
export IMPL_ys_area_um2=3180
export IMPL_slew_headroom=0.550
export IMPL_gp_congestion=0.859
export IMPL_yosys_cells=348
export IMPL_dieArea_um2=11000
export IMPL_drt_initial_drc_count=80
export IMPL_wl_mm=5.10
export IMPL_worstSetupEndpointType="register"
export IMPL_crit_reg2reg_capture="volt_change[3]"
export IMPL_finClkSkew_ns=0.00971
export IMPL_path_cells="nor3b_4 -> nor4b_4 -> nor2b_1"
export IMPL_grt_util_all_layers=0.0987
export IMPL_outcome="finished clean"
export IMPL_warning_count=34
export IMPL_synth_main_ff_cell="dfxtp_1"
export IMPL_r2r_slack_ns=1.64
export IMPL_grt_pass1_wl_mm=9.09
export IMPL_die_h_um=105
-- cell usage after synthesis, drive strengths merged (2+ instances only) --
cell type	instances	area (um^2)
a21oi	18	90.1
o21ai	10	50.0
nand3	10	50.1
mux2i	6	60.1
nor4b	3	47.5
dfxtp	46	921
o32a	2	20.0
buf	3	15.0
nand2b	8	50.1
edfxtp	11	330
and3	4	25.0
or2	2	12.5
xor2	21	184
nor3	5	35.0
xnor2	7	61.3
and4	2	17.5
a211oi	3	22.5
dlxtp	6	90.1
a21o	2	15.0
nor3b	4	46.3
or3	4	25.0
a22oi	2	15.0
o22ai	6	37.5
ha	25	313
a21boi	2	15.0
nand2	32	120
o21a	2	15.0
nor2	43	161
a31oi	2	12.5
nand4b	2	17.5
clkbuf	9	33.8
inv	20	75.1
nand4	10	62.6
-- sequential cells by signal, indices dropped and copies added (netlist names), named ones only --
name	flops
data_counter	10
end_counter	5
sda_counter	6
restart_counter	6
volt_change	4
NEXT_STATUS	3
sda_data2	1
clock400KHz	1
volt_frequency	4
sda	1
scl	1
CURRENT_STATUS	3
sleep_counter	7
counter	5
start_counter	3
sda_data	1
clock400KHz_sda	1
-- through the flow --
stage / hold WS, ns / util / setup WS [ns] / cells
after floorplan: 0.458 / - / 1.92 / 348
after global placement: 0.469 / 0.327 / 1.46 / 480
after detailed placement: 0.481 / 0.327 / 1.43 / 480
after CTS: 0.493 / 0.335 / 1.60 / 488
after global routing: 0.516 / 0.335 / 1.48 / 488
final: 0.491 / 0.335 / 1.64 / 488
-- logic make-up after synthesis --
| family | Yosys count | share of synthesized area |
|---|---|---|
| compound gates | 59 | 0.119 |
| fa+ha+maj | 25 | 0.0982 |
| flops | 57 | 0.393 |
| mux | 7 | 0.0224 |
| simple gates | 134 | 0.223 |
| xor+xnor | 28 | 0.0770 |
| latches | 6 | 0.0283 |
| buf+inv | 32 | 0.0389 |
-- area by class of cell --
class	count	area, um^2	area share
Clock buffer	6	72.6	0.0210
Clock inverter	2	10.0	0.00289
Inverter	20	75.1	0.0217
Multi-Input combinational cell	253	1720	0.496
Sequential cell	63	1340	0.387
Tap cell	136	170	0.0491
Timing Repair Buffer	8	75.1	0.0217
-- worst min-delay path by stage --
stage | cells after the start | endpoint | slack (ns)
6_report | 2 | data_counter[0] | 0.49
5_1_grt | 2 | data_counter[0] | 0.52
4_1_cts | 2 | sleep_counter[6] | 0.49
-- worst max-delay path: cells and delay by family, from the launching register on --
kind	cells	cell delay [ns]
and+or+nand+nor	3	1.45
DFF	1	0.47
-- routing by layer --
layer / track usage / wire (um) / share of wire
met3: 0.0178 / 157 / 0.031
met2: 0.166 / 2310 / 0.45
met4: 0.0121 / 59 / 0.012
met1: 0.139 / 2580 / 0.51
met5: 0 / 0 / 0
-- where the power goes --
group,internal (W),switching [W],leakage (nW)
logic,0.00000510,0.00000180,0.776
clock network,0.000124,0.000157,0.0450
registers,0.000514,0,0.542
Power is estimated from default activity; no workload was simulated.
