==> design/flow/design.v <==
module DAC_Controller(
    input logic clock10MHz,
    output logic scl,
    output logic sda,
    input logic [15:0] output_data
);
typedef enum logic[2:0] { 
    STATUS_SLEEP, STATUS_START, STATUS_DATA, STATUS_END, STATUS_FINISH
} status_type;
status_type CURRENT_STATUS=STATUS_SLEEP, NEXT_STATUS=STATUS_SLEEP;
logic [4:0] counter = 0;
logic clock400KHz = 0;
logic clock400KHz_sda = 0;
parameter CL_S0 = 5'b00000;
parameter CL_S8 = 5'b01000;
parameter CL_S14 = 5'b01110;
parameter CL_S22 = 5'b10110;
parameter sda_init_data = 18'b000001100001100111;
logic scl_data;
logic sda_data;
logic sda_data2;
logic [6:0] sleep_counter = 0;
logic [2:0] start_counter = 0;
logic [5:0] sda_counter = 0;
logic [9:0] data_counter = 0;
logic [4:0] end_counter = 0;
logic [5:0] restart_counter = 0;
initial begin
    clock400KHz = 0;
    clock400KHz_sda = 0;
end
always_ff @(posedge clock10MHz)
begin
    if (CURRENT_STATUS == STATUS_START && NEXT_STATUS == STATUS_DATA) begin
        counter <= CL_S8;
        data_counter <= 0;
    end else if (CURRENT_STATUS == STATUS_DATA) begin
        if (counter >= 24)
            counter <= 0;
        else
            counter <= counter + 1;
        sda <= sda_data2;
        scl <= clock400KHz;
        data_counter <= data_counter + 1'b1;
    end else begin
        scl <= scl_data;
        sda <= sda_data;
    end
    if (CURRENT_STATUS == STATUS_FINISH && NEXT_STATUS == STATUS_SLEEP) begin
        sleep_counter <= 0;
    end else if(CURRENT_STATUS == STATUS_SLEEP)
        sleep_counter <= sleep_counter + 1'b1;
    if (CURRENT_STATUS == STATUS_SLEEP && NEXT_STATUS == STATUS_START) begin
        start_counter <= 0;
    end else if(CURRENT_STATUS == STATUS_START)
        start_counter <= start_counter + 1'b1;
    if (CURRENT_STATUS == STATUS_DATA && NEXT_STATUS == STATUS_END) begin
        end_counter <= 0;
    end else if(CURRENT_STATUS == STATUS_END)
        end_counter <= end_counter + 1'b1;
    if (CURRENT_STATUS == STATUS_END && NEXT_STATUS == STATUS_FINISH) begin
        restart_counter <= 0;
    end else if(CURRENT_STATUS == STATUS_FINISH)
        restart_counter <= restart_counter + 1'b1;
    CURRENT_STATUS <= NEXT_STATUS;
end
always @(counter) begin
	case(counter)
        CL_S0: clock400KHz = 1;
        CL_S8:
            begin 
            clock400KHz = 0;
            clock400KHz_sda = 0;
            end
        CL_S14: clock400KHz_sda = 1;
        CL_S22: clock400KHz_sda = 0;
	endcase
end
always @*
begin
    case (CURRENT_STATUS)
        STATUS_SLEEP: begin
                scl_data = 1'b1;
                sda_data = 1'b1;
                if (sleep_counter < 7'b1111110)
                    NEXT_STATUS = STATUS_SLEEP;
                else
                    NEXT_STATUS = STATUS_START;
            end
        STATUS_START: begin
                sda_data = 1'b0;
                scl_data = 1'b1;
                if (start_counter >= 3'b111) begin
                        NEXT_STATUS = STATUS_DATA; 
                end  else
                        NEXT_STATUS = STATUS_START;
            end
        STATUS_DATA: begin
                if (data_counter > 10'h390) begin
                    NEXT_STATUS = STATUS_END;
                end else
                    NEXT_STATUS = STATUS_DATA;
            end
        STATUS_END: begin
                scl_data = 1'b1;
                if (end_counter <= 5'b00011) begin
                    sda_data = 1'b1;
                    NEXT_STATUS = STATUS_END;
                end else if (end_counter <= 5'b11110) begin
                    sda_data = 1'b0;
                    NEXT_STATUS = STATUS_END;
                end else if (end_counter >= 5'b11111)begin
                    NEXT_STATUS = STATUS_FINISH;
                end
            end
        STATUS_FINISH: begin
                scl_data = 1'b1;
                sda_data = 1'b1;
                if (restart_counter < 6'b111110)
                    NEXT_STATUS = STATUS_FINISH;
                else
                    NEXT_STATUS = STATUS_SLEEP;
            end
    endcase
end
always_ff @(posedge clock400KHz_sda)
begin
    if (sda_counter <= 6'b010010) begin
        sda_data2 = sda_init_data[sda_counter];
    end else if(sda_counter <= 6'b100100) begin
        case (sda_counter)
            6'b010011: sda_data2 = output_data[15];  
            6'b010100: sda_data2 = output_data[14];  
            6'b010101: sda_data2 = output_data[13];  
            6'b010110: sda_data2 = output_data[12];  
            6'b010111: sda_data2 = output_data[11];  
            6'b011000: sda_data2 = output_data[10];  
            6'b011001: sda_data2 = output_data[9];   
            6'b011010: sda_data2 = output_data[8];  
            6'b011011: sda_data2 = 1'b0;  
            6'b011100: sda_data2 = output_data[7];  
            6'b011101: sda_data2 = output_data[6];  
            6'b011110: sda_data2 = output_data[5];  
            6'b011111: sda_data2 = output_data[4];  
            6'b100000: sda_data2 = output_data[3];  
            6'b100001: sda_data2 = output_data[2];  
            6'b100010: sda_data2 = output_data[1];  
            6'b100011: sda_data2 = output_data[0];  
            6'b100100: sda_data2 = 1'b0;  
		endcase
    end
    if (sda_counter >= 6'b100100)
        sda_counter <= 0;
    else
        sda_counter <= sda_counter + 1'b1;
end
endmodule
==> design/flow/run.sh <==
#!/bin/bash
# OpenROAD 26Q1-2900-gdf79404cd8, Yosys 0.63+post, stock flow scripts
make -C /OpenROAD-flow-scripts/flow DESIGN_CONFIG=/design/flow/config.mk WORK_HOME=/design/flow/orfs finish
==> design/flow/config.mk <==
export PLATFORM = sky130hd
export DESIGN_NAME = DAC_Controller
export DESIGN_NICKNAME = DAC_Controller
export VERILOG_FILES = /design/flow/design.v
export SDC_FILE = /design/flow/constraint.sdc
export NUM_CORES = 4
export LEC_CHECK = 1
export CORE_UTILIZATION = 30
export SYNTH_HDL_FRONTEND = slang
==> design/flow/constraint.sdc <==
current_design DAC_Controller

set clk_period 3.8
set clk_io_pct 0.2

create_clock -name clk0 -period $clk_period [get_ports {clock10MHz}]

set non_clock_inputs [all_inputs -no_clocks]
set_input_delay [expr $clk_period * $clk_io_pct] -clock clk0 $non_clock_inputs
set_output_delay [expr $clk_period * $clk_io_pct] -clock clk0 [all_outputs]
==> results.yml <==
# flow metrics
synthesis:
  syn-cell-area_sq_mm: 0.00289
  yosysCellCount: 326
  ys.flop_type: "dfxtp_1"
  synth_top_cell_by_area: "dfxtp_1"
  avgSynthCellArea_sq_um: 8.87
  async_flop_share_pct: 0
  ys_area_sq_mm: 0.00289
  edf_count: 3
  common_cells: "46 x dfxtp_1, 42 x nor2_1, 31 x nand2_1"
  top_area_share_pct: 31.8
  ys_types: 67
  synth_cells: 326
  yosys_warnings: 0
  ys.flops: 55
  top_cell: "dfxtp_1"
  area_leaders: "dfxtp_1 32%, ha_1 8.2%, nor2_1 5.5%"
route:
  routed_via_density: 4.73
  wl_per_cell_um: 10.9
  drt_pass1_iterations: 5
  drc: 0
  ant_nets: 0
  drt-total-wl_um: 5110
  num_vias: 2214
  drtIter0Drc: 94
  diodes: 0
floorplan:
  rows: 35
  coreArea_sq_mm: 0.00928
  dieArea_sq_mm: 0.0100
  die_x_um: 100
  fp.dieH_um: 100
  io_pins: 19
  fp_util_pct: 31.1
job:
  warnings: 34
  cap_viol_max_count: 0
final_timing:
  hold_viol_final: 0
  unclocked_pins: 14
  clock.fmax_mhz: 444
  rsz0062_at_grt: "no"
  untimed_endpoints: 18
  setup_viol: 0
  slew_headroom_pct: 50.8
  fin_crit_sh_pct: 59.2
  tightest_slew_ns: 0.734
  layout_setup_ws_ns: 1.55
  skew_ns: 0.00549
  hold_slack_ns: 0.496
  setup_tns_ns: 0
  finalCriticalPeriod_ns: 2.25
  drv_slew: 0
clock_tree:
  numCtsBuffers: 5
  cts_tree: "built"
  cts.path.max_buffers: 2
  path_clk_slew_ns: 0.08
  ctsHoldBuffers: 0
  clock.latency.late_pin_ns: 0.29
  cts_htree_levels: 2
  post_cts_resized: 0
  root_buffer: "clkbuf_8"
  post-cts-setup-buffer-count: 0
grt:
  grt_pass1_vias: 2083
  grt.total_usage_pct: 11.0
  grt_overflow: 0
  antenna_found_initial: 0
  grt_pass1_wl_um: 9190
  grt_start_max_net_pins: 16
min_path:
  hp-class: "flip-flop to flip-flop"
  min_path_cells: 2
  hold-path-endpoint: "sleep_counter[5]"
  hp-start: "sleep_counter[5]"
place:
  post-dp-hpwl_um: 3680
  pre_cts_slack_ns: 1.53
  port_buffers: 18
  place.gp.congestion: 0.814
  place_area_sq_mm: 0.00315
  dp_cells: 460
worst_setup_path:
  r2r_start: "CURRENT_STATUS[1]"
  cp_max_fo: 13
  worst-setup-path-type: "flip-flop to flip-flop"
  ff2ff_setup_slack_ns: 1.55
  r2r_cells: 6
  cp.required_ns: 3.97
  reg2reg_to: "data_counter[9]"
  endpoint_kind: "flip-flop"
  worstPathArrival_ns: 2.42
  cp-start-kind: "flip-flop"
finish:
  fin_util_pct: 35.4
  fin_area_sq_mm: 0.00329
  area_growth_pct: 13.6
  nFillCells: 956
  layout-drive-gt1-share_pct: 7.08
  fin_cells: 468
power_and_ir_drop:
  p_per_area_mw_per_mm2: 261
  leakagePower_nw: 1.20
  power.total_mw: 0.858
  ir_drop_mv: 0.171
outcome:
  status: "completed"
[where the power goes]
group	leakage, nW	internal, mW	switching [mW]
clock	0.0681	0.261	0.148
sequential	0.444	0.432	0
combinational	0.686	0.0150	0.00230
[worst max-delay path by stage]
stage | slack [ns] | startpoint | end
after global routing | 1.35 | CURRENT_STATUS[1] | data_counter[9]
final | 1.55 | CURRENT_STATUS[1] | data_counter[9]
after CTS | 1.51 | CURRENT_STATUS[1] | data_counter[9]
[area by class of cell]
class | instances | area, sq um | share of cell area (%)
repair buffers | 18 | 180 | 5.48
well taps | 129 | 161 | 4.91
clock buffers | 5 | 68.8 | 2.09
flip-flops and latches | 55 | 1100 | 33.5
clock inverters | 3 | 65.1 | 1.98
multi-input cells | 244 | 1660 | 50.4
inverters | 14 | 52.6 | 1.60
[state kept, by name, summed over array words and instances (netlist names), named ones only]
register,cells
NEXT_STATUS,3
end_counter,5
sda_data,1
counter,5
clock400KHz,1
data_counter,10
CURRENT_STATUS,3
scl,1
start_counter,3
sleep_counter,7
sda_data2,1
sda,1
clock400KHz_sda,1
sda_counter,6
restart_counter,6
[placed cells by master, fill, tap and decap left out, drive strengths merged, types with 3 or more instances in the layout]
cell type | synthesis | final
ha | 19 | 19
dlxtp | 6 | 6
or3 | 3 | 3
mux2i | 5 | 5
clkbuf | 4 | 5
inv | 14 | 14
clkdlybuf4s50 | 0 | 18
nand2 | 31 | 31
nand3 | 10 | 10
xnor2 | 7 | 7
nor2 | 43 | 43
nand4 | 10 | 10
nand4b | 3 | 3
dfxtp | 46 | 46
nor3 | 7 | 7
and3 | 3 | 3
nand2b | 5 | 5
nor3b | 3 | 3
edfxtp | 3 | 3
a31oi | 4 | 4
a221oi | 3 | 3
o21ai | 14 | 14
xor2 | 16 | 16
and2 | 4 | 4
a21oi | 15 | 15
[worst max-delay path, cell delays in order, from the launching register on]
cell and delay [ns]:
dfxtp_1 0.62, nor3b_2 0.70, nand4_1 0.27, nor2_1 0.23, nand3_1 0.11, xor2_1 0.14, nor2_1 0.05
[cell families after synthesis]
kind of cell	Yosys count	share of synthesized area [%]
simple gates	137	25.9
compound gates	57	12.9
flops	49	35.0
buf+inv	27	4.63
xor+xnor	23	6.97
fa+ha+maj	19	8.22
mux	8	3.29
latches	6	3.12
[metal layers]
metal  up-vias  part of all wire (%)  global-route usage (%)
li1       1175                     -                       -
met5         -                     0                       0
met4         0                  0.68                   0.892
met3         4                   3.1                    1.84
met2        23                    42                    17.2
met1      1012                    54                    17.0
Power and IR drop assume default switching activity.
